==> flow/design.v <==
module Counter #(
		parameter WIDTH = 16
	) (
		input enable,
		input reset,
		input clk,
		output reg[WIDTH-1:0] result
		);
	always @(posedge clk) begin
		if (reset) begin
			result <= {WIDTH{1'b0}};
			end
		else if (enable) begin
			result <= result + 1;
			end
		end
	endmodule
module EdgeDetector(
		input sig,
		input clk,
		output rise,
		output fall
		);
	reg prev;  
	always @(posedge clk) begin
		prev <= sig;
		end
	assign rise = sig > prev;
	assign fall = sig < prev;
	endmodule	
module LighthouseTimer #(
		parameter COUNTER_WIDTH = 32,
		parameter CLOCKS_PER_US = 16
	) (
		input envelope,
		input data,
		input clk,
		input reset,
		output reg [COUNTER_WIDTH-1:0] sync_A_time,
		output reg [COUNTER_WIDTH-1:0] sync_B_time,
		output reg [COUNTER_WIDTH-1:0] sweep_time,
		output reg complete
		);
	localparam TIMEOUT_SYNC_A = 32'd4300*CLOCKS_PER_US;
	localparam TIMEOUT_SYNC_B = 32'd600*CLOCKS_PER_US;
	localparam TIMEOUT_SWEEP = 32'd7000*CLOCKS_PER_US;
	localparam SYNC_PULSE_MIN = 32'd62*CLOCKS_PER_US;
	localparam PULSE_SYNC_A = 2'b01;
	localparam PULSE_SYNC_B = 2'b10;
	localparam PULSE_SWEEP = 2'b11;
	localparam PHASE_WAIT = 2'b00;
	localparam PHASE_TIME_PULSE = 2'b01;
	localparam PHASE_PULSE_COMPLETE = 2'b10;
	localparam PHASE_TIMEOUT = 2'b11;
	reg [1:0] pulse;
	reg [1:0] phase;
	reg [COUNTER_WIDTH-1:0] timeout;
	wire riseDetected;
	wire fallDetected;
	EdgeDetector envelopeEdge(
		.sig(envelope),
		.clk(clk),
		.rise(riseDetected),
		.fall(fallDetected)
		);
	reg delayTimerEnable;
	reg delayTimerReset;
	wire [COUNTER_WIDTH-1:0] delayTimerResult;
	Counter #(.WIDTH(COUNTER_WIDTH)) delayTimer(
		.enable(delayTimerEnable),
		.reset(delayTimerReset),
		.clk(clk),
		.result(delayTimerResult)
		);
	reg pulseTimerEnable;
	reg pulseTimerReset;
	wire [COUNTER_WIDTH-1:0] pulseTimerResult;
	Counter #(.WIDTH(COUNTER_WIDTH)) pulseTimer(
		.enable(pulseTimerEnable),
		.reset(pulseTimerReset),
		.clk(clk),
		.result(pulseTimerResult)
		);
	always @(posedge clk) begin
		if( reset ) begin
			resetTask();
		end
		else begin
			runTask();
		end
	end
	task runTask; begin
		case (phase)
			PHASE_WAIT: begin
				if( delayTimerReset == 1 ) begin
					delayTimerReset <= 0;
					delayTimerEnable <= 1;
					end
				if( fallDetected ) begin
					if (pulse == PULSE_SYNC_A) begin
						resetTask();
						delayTimerEnable <= 1;
						end
					pulseTimerReset <= 0;
					pulseTimerEnable <= 1;
					phase <= PHASE_TIME_PULSE;
					end
				if( delayTimerResult > timeout ) begin
					phase <= PHASE_TIMEOUT;
					end
				end
			PHASE_TIME_PULSE: begin
				if ( delayTimerReset == 1) begin
					delayTimerReset <= 0;
					end
				if( riseDetected ) begin
					pulseTimerEnable <= 0;
					phase <= PHASE_PULSE_COMPLETE;
					end
				end
			PHASE_PULSE_COMPLETE: begin
				case (pulse)
					PULSE_SYNC_A: begin
						if( pulseTimerResult < SYNC_PULSE_MIN ) begin
							resetTask();
							end
						else begin
							sync_A_time <= pulseTimerResult;
							timeout <= TIMEOUT_SYNC_B;
							pulse <= PULSE_SYNC_B;
							end
						end
					PULSE_SYNC_B: begin
						if( pulseTimerResult < SYNC_PULSE_MIN ) begin
							resetTask();
							end
						else begin
							sync_B_time <= pulseTimerResult;
							pulse <= PULSE_SWEEP;
							timeout <= TIMEOUT_SWEEP;
							end
						end
					PULSE_SWEEP: begin
						sweep_time <= delayTimerResult - (pulseTimerResult >> 1);
						complete <= 1;
						delayTimerReset <= 1;
						pulse <= PULSE_SYNC_A;
						end
					endcase
				pulseTimerReset <= 1;
				phase <= PHASE_WAIT;
				end
			PHASE_TIMEOUT: begin
				case (pulse)
					PULSE_SYNC_A: begin
						resetTask();
						end
					PULSE_SYNC_B: begin
						sync_B_time <= 0;
						timeout <= TIMEOUT_SWEEP;
						pulse <= PULSE_SWEEP;
						phase <= PHASE_WAIT;
						end
					PULSE_SWEEP: begin
						resetTask();
						end
					endcase
				end
			endcase
		end
	endtask
	task resetTask; begin
		complete <= 0;
		sync_A_time <= 0;
		sync_B_time <= 0;
		sweep_time <= 0;
		delayTimerEnable <= 0;
		delayTimerReset <= 1;
		pulseTimerEnable <= 0;
		pulseTimerReset <= 1;
		phase <= PHASE_WAIT;
		pulse <= PULSE_SYNC_A;
		timeout <= TIMEOUT_SYNC_A;
		end
	endtask
endmodule
==> flow/run.sh <==
#!/bin/bash
# OpenROAD 26Q1-2900-gdf79404cd8, Yosys 0.63+post, stock flow scripts
make -C /OpenROAD-flow-scripts/flow DESIGN_CONFIG=/design/flow/config.mk WORK_HOME=/design/flow/orfs finish
==> flow/config.mk <==
export PLATFORM = sky130hd
export DESIGN_NAME = LighthouseTimer
export DESIGN_NICKNAME = LighthouseTimer
export VERILOG_FILES = /design/flow/design.v
export SDC_FILE = /design/flow/constraint.sdc
export NUM_CORES = 4
export LEC_CHECK = 1
export CORE_UTILIZATION = 50
==> flow/constraint.sdc <==
current_design LighthouseTimer

set clk_period 9.9
set clk_io_pct 0.2

create_clock -name clk0 -period $clk_period [get_ports {clk}]

set non_clock_inputs [all_inputs -no_clocks]
set_input_delay [expr $clk_period * $clk_io_pct] -clock clk0 $non_clock_inputs
set_output_delay [expr $clk_period * $clk_io_pct] -clock clk0 [all_outputs]
==> flow_metrics.tcl <==
# place-and-route summary
set metrics [dict create \
    yosys-stat-area_sq_um 8711 \
    clk_pin_slew_ns 0.07 \
    htreeDepth 4 \
    ff_type "dfxtp_1" \
    cts_resized 0 \
    grt.overflow.total 0 \
    vias 7531 \
    synth.distinct_cells 73 \
    die_w_um 134.0 \
    fin_skew_ns 0.009661 \
    clockBufferDepth 2 \
    gp_congestion 0.8924 \
    cts_tree "built" \
    yosys.area.top_type "dfxtp_1" \
    r2r_start "pulseTimer.result[1]$_SDFFE_PP0P_" \
    hp-class "flip-flop to flip-flop" \
    cts.sinks 177 \
    startpoint "envelope" \
    insertion_delay_ns 0.42 \
    worstHoldStart "complete$_SDFFE_PP0P_" \
    synth_area_per_cell_sq_um 8.088 \
    top_cell "dfxtp_1" \
    tightest_slew_ns 0.7708 \
    crit_cells 9 \
    r2r_slack_ns 6.50 \
    yosys-top-cells-count "dfxtp_1, nand2_1, a21oi_1" \
    core_sq_um 16820 \
    startpoint_type "primary input" \
    worst-r2r-cell-count 11 \
    fmax_ghz 0.2440 \
    yosys_cells 1077 \
    drcViolationCount 0 \
    die_h_um 134.0 \
    antenna_cells_inserted 0 \
    synthDominantCellAreaShare_pct 40.68 \
    areaGrowthSynthToFinish_pct 19.76 \
    outcome "finished, final reports clean" \
    crit_chain "clkdlybuf4s50_1 -> nor2b_1 -> nand3_1 -> and2_1 -> a2111o_1 -> buf_4 -> or3_1 -> mux2_2 -> nand3_2" \
    rsz0062_at_grt "no" \
    hpwl_um 15700 \
    vias_per_cell 5.430 \
    die_area_sq_um 17950 \
    postSynthSeqShare_pct 40.68 \
    track_usage_pct 26.13 \
    path_delay_family "simple AND/OR/NAND/NOR gates" \
    setup_viol 0 \
    finalPower_uw 1431 \
    cts_setup_buffers 0 \
    ant_nets 0 \
    critPathMaxStageDelay_ns 0.47 \
    hold_viol_final 0 \
    area_leaders "dfxtp_1, nand2_1, a21oi_1" \
    warning_count 28 \
    max_slew_margin_pct 48.62 \
    io_pins 101 \
    grt_pass1_vias 6741 \
    fillers 1502 \
    port_buffers 99 \
    cp-end-kind "flip-flop" \
    reg2reg_to "sweep_time[30]$_SDFFE_PP0P_" \
    ys.flops 177 \
    cts_buffers 17 \
    maxCapViolCount 0 \
    arrival_ns 4.47 \
    place_area_sq_um 9856 \
    worstSetupEndpoint "sweep_time[29]$_SDFFE_PP0P_" \
    crit_required_ns 10.27 \
    postSynth.asyncResetShare_pct 0 \
    dr.pass1.iters 5 \
    peakVddDrop_uv 121.8 \
    p_leak_uw 0.003816 \
    crit_slowest_cell "a2111o_1" \
    grt_pass1_wl_um 35930 \
    critPathBufInv 2 \
    synth-edff-count 0 \
    fin_tns_setup_ns 0 \
    grt_start_max_net_pins 76 \
    p_per_area_nw_per_um2 137.2 \
    stdcell_area_sq_um 10430 \
    synthCells 1077 \
    wire_per_inst_um 15.92 \
    core.rowCount 47 \
    drtIter0Drc 508 \
    initial_utilization_pct 51.79 \
    finalCritPeriodShare_pct 41.41 \
    drive_gt1_share_pct 5.998 \
    min_period_ns 4.099 \
    cts_root_buf "clkbuf_16" \
    critical_path_class "primary input to flip-flop" \
    drt-total-wl_um 22080 \
    antenna_found_initial 0 \
    path_max_fanout 25 \
    netlist_area_sq_um 8711 \
    holdBufCountCts 0 \
    maxSlewViolCount 0 \
    yosys_warnings 3 \
    whs_ns 0.4406 \
]
[placed cells by master, fill, tap and decap left out, types with 5 or more instances in the layout]
master           instances
dfxtp_1                177
a21oi_1                105
a31oi_1                  6
a21o_1                  10
nor4_1                   9
nand2_1                147
nor3_1                  12
buf_4                   13
clkdlybuf4s50_1         98
o21ai_0                 55
xnor2_1                 55
xor2_1                  24
and4_1                   5
nand4_1                 17
ha_1                    41
nor2_1                  91
or3_1                    8
nand3_1                 93
clkbuf_16               17
inv_1                   55
and3_1                  13
nand2b_1                11
[worst min-delay path: cells and delay by family (launching register included)]
kind          cells  cell delay, ns
simple gates      2            0.09
flops             1            0.31
[logic make-up (layout without fill, tap and decap cells)]
| kind of cell | after synthesis | after routing | share of synthesized area (%) |
|---|---|---|---|
| simple gates | 435 | 435 | 23.67 |
| compound gates | 231 | 231 | 16.22 |
| buf+inv | 109 | 199 | 4.898 |
| flops | 177 | 177 | 40.68 |
| xor+xnor | 79 | 79 | 7.943 |
| mux | 4 | 4 | 0.4740 |
| fa+ha+maj | 42 | 42 | 6.119 |
[sequential cells by signal, summed over array words and instances (netlist names)]
register / flops
complete: 1
delayTimer.result: 32
delayTimerEnable: 1
delayTimerReset: 1
envelopeEdge.prev: 1
phase: 4
pulse: 3
pulseTimer.result: 32
pulseTimerEnable: 1
pulseTimerReset: 1
sweep_time: 32
sync_A_time: 32
sync_B_time: 32
timeout: 4
[metrics by stage]
| step | worst slack, ns | instances | utilization [%] |
|---|---|---|---|
| floorplan | 6.291 | 1077 | - |
| global placement | 5.394 | 1355 | 58.60 |
| detailed placement | 5.379 | 1355 | 58.60 |
| CTS | 5.819 | 1387 | 62.03 |
| global route | 5.644 | 1387 | 62.03 |
| finish | 5.801 | 1387 | 62.03 |
[layer usage]
metal	part of all wire [%]	vias up	GRT usage [%]
met5	0	-	0
met4	1.5	0	3.598
met3	3.9	17	3.009
met2	47	163	41.13
met1	48	3451	40.65
li1	-	3900	-
[worst min-delay path by stage]
stage,endpoint,slack (ns),cells past startpoint
4_1_cts,complete$_SDFFE_PP0P_,0.45,2
5_1_grt,sync_A_time[19]$_SDFFE_PP0P_,0.47,2
6_report,complete$_SDFFE_PP0P_,0.44,2
[where the power goes]
part / leakage (uW) / switching, uW / total [uW] / internal (uW)
Combinational: 0.00211 / 40.9 / 56.6 / 15.7
Sequential: 0.00143 / 5.93 / 721 / 715
Clock: 0.000279 / 312 / 653 / 342
[final cells by class]
| class | instances | area (sq um) | share of cell area [%] |
|---|---|---|---|
| Sequential cell | 177 | 3543 | 33.97 |
| Inverter | 55 | 206.4 | 1.979 |
| Tap cell | 220 | 275.3 | 2.639 |
| Timing Repair Buffer | 112 | 1084 | 10.39 |
| Multi-Input combinational cell | 791 | 4747 | 45.50 |
| Clock inverter | 14 | 137.6 | 1.319 |
| Clock buffer | 18 | 439.2 | 4.210 |
Power figures rest on the tool's default switching activity, not on a simulated workload.
